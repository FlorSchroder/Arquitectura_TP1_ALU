==> ./design.v <==
module alu
#(
    parameter NB_DATA   = 4,  
    parameter NB_OP     = 6   
)
(
    input   wire                           i_valid                                              ,  
    input   wire    signed [NB_DATA-1:0]   i_datoA                                              ,  
    input   wire    signed [NB_DATA-1:0]   i_datoB                                              ,  
    input   wire    [NB_OP - 1:0]   i_operation                                                 ,  
    output  wire    signed [NB_DATA-1:0]   o_leds                                                  
);
    wire signed [NB_DATA-1:0] result                                                             ;  
    wire signed [NB_DATA-1:0] aux_result = 8'h00                                                 ;  
    localparam [NB_OP-1:0]  
        OP_ADD = 6'b100000                                                                      ,  
        OP_SUB = 6'b100010                                                                      ,  
        OP_AND = 6'b100100                                                                      ,  
        OP_OR  = 6'b100101                                                                      ,  
        OP_XOR = 6'b100110                                                                      ,  
        OP_SRA = 6'b000011                                                                      ,  
        OP_SRL = 6'b000010                                                                      ,  
        OP_NOR = 6'b100111                                                                      ;  
    always @(*) begin
        case(i_operation)
            OP_ADD: begin
                result = i_datoA + i_datoB                                                      ;
            end                                                     
            OP_SUB: begin                                                       
                result = i_datoA - i_datoB                                                      ;
            end                                         
            OP_AND: begin                                           
                result = i_datoA & i_datoB                                                      ;
            end                                         
            OP_OR: begin                                            
                result = i_datoA | i_datoB                                                      ;
            end                                         
            OP_XOR: begin                                           
                result = i_datoA ^ i_datoB                                                      ;
            end                                         
            OP_SRA: begin                                           
                result = i_datoA >>> i_datoB                                                    ;
            end                                         
            OP_SRL: begin                                           
                result = i_datoA >> i_datoB                                                     ;
            end                                         
            OP_NOR: begin                                           
                result = ~(i_datoA | i_datoB)                                                   ;
            end                                         
            default: begin                                          
                result = result                                                                 ;
            end
        endcase
        aux_result = i_valid ? result : aux_result;
    end
    assign o_leds = i_valid ? result : aux_result;
endmodule
module top
(
    input wire signed    [5:0]  i_dato                              ,  
    input           wire [1:0]  i_sw                                ,  
    input           wire        i_rst_n                             ,
    output          wire [3:0]  o_leds                              ,  
    input           wire        i_soft_reset                        ,
    input           wire        clk
);
    localparam NB_DATA = 4                                          ;
    localparam NB_OP   = 6                                          ;
    alu 
    #(
        .NB_DATA(NB_DATA)                                           ,
        .NB_OP(NB_OP)
    )
    u_alu
    (
        .i_valid(valid)                                             ,
        .i_datoA(datoA)                                             ,
        .i_datoB(datoB)                                             ,
        .i_operation(op)                                            ,
        .o_leds(o_leds)
    );
    reg                valid                                        ;
    reg [NB_DATA-1:0]  datoA                                        ;
    reg [NB_DATA-1:0]  datoB                                        ;
    reg [NB_OP - 1:0]    op                                         ;
    always @(posedge clk or negedge i_rst_n) begin 
        if(!i_rst_n) begin
            datoA <= 4'h0                                           ;
            datoB <= 4'h0                                           ;
            op    <= 6'h00                                          ;
        end else begin
            valid <= 0                                              ;
            if(i_soft_reset) begin
                if(i_sw == 2'b00) begin
                    datoA = i_dato[NB_DATA-1:0]                     ;
                end else if(i_sw == 2'b01) 
                begin                      
                    datoB = i_dato[NB_DATA-1:0]                     ;
                end else if (i_sw == 2'b10) begin       
                    op = i_dato                                     ;
                    valid <= 1                                      ;
                end
            end
        end
    end
endmodule
==> ./run.sh <==
#!/bin/bash
# OpenROAD 26Q1-2900-gdf79404cd8, Yosys 0.63+post, stock flow scripts
make -C /OpenROAD-flow-scripts/flow DESIGN_CONFIG=/design/flow/config.mk WORK_HOME=/design/flow/orfs finish
==> ./config.mk <==
export PLATFORM = sky130hd
export DESIGN_NAME = top
export DESIGN_NICKNAME = top
export VERILOG_FILES = /design/flow/design.v
export SDC_FILE = /design/flow/constraint.sdc
export NUM_CORES = 4
export LEC_CHECK = 1
export CORE_AREA = 10 10 94 94
export DIE_AREA = 0 0 104 104
==> ./constraint.sdc <==
current_design top

set clk_period 1.1
set clk_io_pct 0.2

create_clock -name clk0 -period $clk_period [get_ports {clk}]

set non_clock_inputs [all_inputs -no_clocks]
set_input_delay [expr $clk_period * $clk_io_pct] -clock clk0 $non_clock_inputs
set_output_delay [expr $clk_period * $clk_io_pct] -clock clk0 [all_outputs]
==> flow_summary.toml <==
# flow metrics
[die]
io_pins = 15
die_h_um = 104
dieWidth_um = 104
core_mm2 = 0.00683
dieArea_mm2 = 0.0108
initCoreUtil = 0.205
fp-row-count = 30

[clock_tree]
cts_max_path_buffers = 2
clkTransAtPathRegs_ns = 0.06
htree_levels = 1
clk_latency_ns = 0.24
cts_inserted_buffers = 3
cts_tree = "yes"
cts_root_buffer = "clkbuf_8"

[route]
drtIter0Drc = 57
firstDrtPassIters = 4
ant_nets = 0
wl_per_cell_um = 11.1
vias_per_cell = 4.07
vias = 1140
drt_wl_total_mm = 3.10
antenna_cells = 0
drc = 0

[sta]
fin_worst_hold_slack_ns = 0.384
setup_violations = 4
unclocked_regs = 4
slew_headroom = 0.632
rsz0062_at_grt = "yes"
layout_setup_ws_ns = -0.165
maxSlewViolCount = 0
clock_skew_ns = 0
timing.final.crit_period_ns = 1.26
hold_viol = 0
untimed_endpoints = 4
tightest_slew_ns = 0.547
fmax_mhz = 791
period_used_share = 1.15

[status]
violations = "negative setup slack"
status = "finished with violations"

[finish]
syn_to_final_growth_pct = 27.9
fin_area_mm2 = 0.00180
final-comb-area_um2 = 897
flop_area_um2 = 440
fillers = 747
final_util = 0.263
drive_gt1_frac = 0.179

[critical_path]
r2r_end = "datoA[1]"
r2r-start = "datoA[1]"
critical_path_required_ns = 0.88
reg2reg_slack_ns = 0.27
crit_path_max_fanout = 3
critPathLaunchType = "flop"
cp.arrival_ns = 1.04
critPathMaxStageDelay_ns = 0.44
crit_path_top_delay_cell = "edfxtp_1"
cp-end-kind = "output pin"
crit_type = "reg2out"
cp-startpoint = "valid"
crit_path_frequent_cell = "buf_6"
r2r_cells = 2
crit_chain = "buf_6 -> and2_4 -> buf_6"

[logic_synthesis]
ys_warn_count = 12
synth_top_area_share = 0.250
ys_ff = 19
yosys-stat-cells = 157
yosys_area_mm2 = 0.00140
netlist_area_mm2 = 0.00140
area_leaders = "dfrtp_1 25%, ha_1 12%, nand2_1 6.4%"
avgSynthCellArea_um2 = 8.94
syn-instance-count = 157
synth.distinct_cells = 39
largest_area_cell = "dfrtp_1"

[global_routing]
antenna_found_initial = 0
grt_max_degree = 15
grt_usage = 0.0594
overflow = 0
grt_pass1_wl_mm = 5.55
grt_pass1_vias = 1131

[hold_path]
hp-class = "in2async"

[placement]
hpwl_mm = 2.56
gp_congestion = 0.835
io_buffers = 14
dpl_cell_area_mm2 = 0.00173
pre_cts_slack_ns = -0.299

[run]
warning_count = 33
maxCapViolCount = 0

[power_and_ir_drop]
peakVddDrop_v = 0.000673
p_leak_uw = 0.000808
power-per-cell-area_mw_per_mm2 = 1470
## Yosys cell counts (all sizes together)
master	count
mux2i	8
nor4	3
mux2	4
and2	4
o22ai	1
xnor2	6
a21oi	3
o32a	1
ha	13
dfrtp	14
xnor3	1
a21boi	2
nor2b	2
nand3	3
nand3b	2
clkinv	1
inv	11
o21ai	11
fa	1
nor2	13
xor2	1
nand4	1
a31oi	1
buf	3
nand2	24
nor3b	1
clkbuf	2
dlxtn	4
a211oi	5
a211o	1
a2111oi	1
or3b	1
a21o	2
nand4b	1
edfxtp	1
nor3	2
o31ai	2
## cell families (layout without fill, tap and decap cells)
logic type               Yosys count  count (layout)  synth area share
adder cells (fa/ha/maj)           14              14             0.130
buffers and inverters             17              44            0.0570
flip-flops                        15              15             0.271
multiplexers                      12              12            0.0891
AND/OR/NAND/NOR                   57              57             0.192
XOR/XNOR                           8               8            0.0597
latches                            4               4            0.0428
AND-OR/OR-AND                     30              30             0.159
## cell usage in the layout, fill, tap and decap left out, types with 3 or more instances in the layout
| cell | instances |
|---|---|
| inv_1 | 11 |
| xnor2_1 | 6 |
| nand3_1 | 3 |
| a21oi_1 | 3 |
| nor2_1 | 13 |
| o21ai_0 | 11 |
| buf_6 | 3 |
| dfrtp_1 | 14 |
| buf_4 | 13 |
| nor4_1 | 3 |
| mux2i_1 | 8 |
| ha_1 | 13 |
| a211oi_1 | 5 |
| dlxtn_1 | 4 |
| clkdlybuf4s50_1 | 7 |
| clkbuf_8 | 3 |
| mux2_2 | 3 |
| nand2_1 | 24 |
## power breakdown
group	internal [uW]	switching [uW]	leakage, uW
registers	791	108	0.000213
clock network	250	184	0.0000255
logic	673	638	0.000569
total	1710	929	0.000808
## what timing repair did
item	4_1_cts	5_1_grt
pin swaps	4	4
cloned	0	0
resized	17	6
hold buffers	0	0
endpoints found under the setup margin	10	13
buffers inserted	1	0
## metrics by stage
stage	total power [uW]	TNS (ns)	cells
2_1_floorplan	1790	0	157
3_3_place_gp	2210	-3.78	275
3_5_place_dp	2230	-4.13	275
4_1_cts	2650	-0.570	280
5_1_grt	2900	-0.704	280
6_report	2640	-0.483	280
## cell type report
class	count	area share
inverter	12	0.0258
clock buffer	3	0.0230
multi-input combinational	121	0.500
timing repair buffer	28	0.137
tap	96	0.0669
clock inverter	1	0.00279
sequential	19	0.245
## worst max-delay path, delay by kind of cell (launching register included)
kind | cells | cell delay, ns
buffers and inverters | 2 | 0.25
DFF | 1 | 0.44
and+or+nand+nor | 1 | 0.12
## worst max-delay path by stage
stage | end | slack (ns)
4_1_cts | o_leds[0] | -0.20
5_1_grt | o_leds[1] | -0.22
6_report | o_leds[0] | -0.16
## state kept, by name, indices dropped and copies added, names as in the netlist
name and count:
datoB 4, valid 1, op 6, datoA 4, u_alu.result 4
## metal layers
metal | up-vias | wire length, um | GRT usage
li1 | 597 | - | -
met1 | 520 | 1680 | 0.0906
met2 | 19 | 1310 | 0.0896
met3 | 4 | 91 | 0.00689
met4 | 0 | 25 | 0.00795
met5 | - | 0 | 0
Power figures rest on the tool's default switching activity, not on a simulated workload.
